<file path="flow/config.mk">
export PLATFORM = sky130hd
export DESIGN_NAME = rcv_block
export DESIGN_NICKNAME = rcv_block
export VERILOG_FILES = /design/flow/design.v
export SDC_FILE = /design/flow/constraint.sdc
export NUM_CORES = 4
export LEC_CHECK = 1
export CORE_UTILIZATION = 30
</file>
<file path="flow/constraint.sdc">
current_design rcv_block

set clk_period 1.3
set clk_io_pct 0.2

create_clock -name clk0 -period $clk_period [get_ports {clk}]

set non_clock_inputs [all_inputs -no_clocks]
set_input_delay [expr $clk_period * $clk_io_pct] -clock clk0 $non_clock_inputs
set_output_delay [expr $clk_period * $clk_io_pct] -clock clk0 [all_outputs]
</file>
<file path="flow/design.v">
`timescale 1ns / 10ps
module flex_counter
#(
	parameter NUM_CNT_BITS = 4
)
(
	input wire clk,
	input wire n_rst,
	input wire clear,
	input wire count_enable,
	input wire [NUM_CNT_BITS-1:0] rollover_val,
	output reg [NUM_CNT_BITS-1:0] count_out,
	output reg rollover_flag
);
reg curr_flag;
reg next_flag;
reg [NUM_CNT_BITS-1:0] curr_cnt;
reg [NUM_CNT_BITS-1:0] next_cnt;
always_ff @ (posedge(clk), negedge(n_rst))
begin
	if(n_rst == 0)
	begin
		curr_cnt <= '0;	
		curr_flag <= '0;
	end
	else
	begin
		curr_cnt <= next_cnt;
		curr_flag <= next_flag;
	end
end
always_comb
begin
	if(clear == 1)
	begin
		next_cnt = '0;
		next_flag = '0;
	end
	else
	begin
		if(count_enable == 1)
		begin
			next_cnt = curr_cnt + 1;
			next_flag = 1'b0;
			if(next_cnt == (rollover_val + 1))
			begin
				next_cnt = 1;
			end
			if(next_cnt == rollover_val)
			begin
				next_flag = 1'b1;
			end
		end
		else 
		begin
			next_cnt = curr_cnt;
			next_flag = 1'b0;
		end
	end
end
assign count_out = curr_cnt;
assign rollover_flag = curr_flag;
endmodule
module flex_stp_sr
#(
	parameter NUM_BITS = 4,
	parameter SHIFT_MSB = 1
)
(
	input wire clk,
	input wire n_rst,
	input wire shift_enable,
	input wire serial_in,
	output reg [NUM_BITS-1:0] parallel_out
);
reg [NUM_BITS-1:0] steps;
integer i;
always_ff @ (posedge clk, negedge n_rst)  begin
    if(n_rst == 0)
      parallel_out <= '1;
    else
      parallel_out <=steps;
end
always_comb
begin
    if(shift_enable == 1) begin
	if (SHIFT_MSB == 1)
        	steps = {parallel_out[NUM_BITS-2:0], serial_in};  
        else
        	steps = {serial_in, parallel_out[NUM_BITS-1:1]};  
    	end
	else
        	steps = parallel_out;
  	end
endmodule
`timescale 1ns / 10ps
module rcu
(
	input wire clk,
	input wire n_rst,
	input wire start_bit_detected,
	input wire packet_done,
	input wire framing_error,
	output reg sbc_clear,
	output reg sbc_enable,
	output reg load_buffer,
	output reg enable_timer
);
	typedef enum bit [2:0] {WAIT, START, PACK, STOP, FRAME, SAVE} state;
	state curr;
	state next;
	always_ff @ (posedge(clk), negedge(n_rst))
	begin
		if(n_rst == 0)
			curr <= WAIT;
		else
			curr <= next;
	end
	always_comb
	begin
	next = curr;
	sbc_clear = 0;
	sbc_enable = 0;
	enable_timer = 0;
	load_buffer = 0;
	case(curr)
		WAIT: begin
			if(start_bit_detected)
				next = START;
		end
		START: begin
			sbc_clear = 1;
			next = PACK;
		end
		PACK: begin
			enable_timer = 1;
			sbc_clear = 0;	
			if(packet_done == 1)
				next = STOP;
		end
		STOP: begin
			enable_timer = 0;
			sbc_enable = 1;
			next = FRAME;
		end
		FRAME: begin
			sbc_enable = 0;
			if(framing_error == 1)
				next = WAIT;
			else
				next = SAVE;
		end
		SAVE: begin
			load_buffer = 1;
			next = WAIT;
		end
	endcase
end
endmodule
module rcv_block
(
	input wire clk,
	input wire n_rst,
	input wire serial_in,
	input wire data_read,
	output reg [7:0] rx_data,
	output reg data_ready,
	output reg overrun_error,
	output reg framing_error
);
wire start_bit_detected;
wire stop_bit;
wire sbc_enable;
wire sbc_clear;
wire load_buffer;
wire enable_timer;
wire packet_done;
wire shift_strobe;
wire [7:0] packet_data;
stop_bit_chk STOP (.clk(clk), .n_rst(n_rst), .sbc_clear(sbc_clear), .sbc_enable(sbc_enable), .stop_bit(stop_bit), .framing_error(framing_error));
start_bit_det START ( .clk(clk), .n_rst(n_rst), .serial_in(serial_in), .start_bit_detected(start_bit_detected));
sr_9bit SHIFT (.clk(clk), .n_rst(n_rst), .shift_strobe(shift_strobe), .serial_in(serial_in), .packet_data(packet_data), .stop_bit(stop_bit));
timer TIME (.clk(clk), .n_rst(n_rst), .enable_timer(enable_timer), .shift_strobe(shift_strobe), .packet_done(packet_done));
rcu RCU ( .clk(clk), .n_rst(n_rst), .start_bit_detected(start_bit_detected), .packet_done(packet_done), .framing_error(framing_error), .sbc_clear(sbc_clear), .sbc_enable(sbc_enable), .load_buffer(load_buffer), .enable_timer(enable_timer));
rx_data_buff RX_DATA ( .clk(clk), .n_rst(n_rst), .load_buffer(load_buffer), .packet_data(packet_data), .data_read(data_read), .rx_data(rx_data), .data_ready(data_ready), .overrun_error(overrun_error));
endmodule
`timescale 1ns / 10ps
module rx_data_buff
(
	input  wire clk,
	input  wire n_rst,
	input  wire load_buffer,
	input  wire [7:0] packet_data,
	input  wire data_read,
	output reg  [7:0] rx_data,
	output reg  data_ready,
	output reg  overrun_error
);
	reg [7:0] nxt_rx_data;
	reg nxt_overrun_error;
	reg nxt_data_ready;
	always @ (negedge n_rst, posedge clk)
	begin : REG_LOGIC
		if(1'b0 == n_rst)
		begin
			rx_data	<= 8'b11111111;	 
			data_ready	<= 1'b0;				 
			overrun_error	<= 1'b0;				 
		end
		else
		begin
			rx_data	<= nxt_rx_data;
			data_ready <= nxt_data_ready;
			overrun_error<= nxt_overrun_error;
		end
	end
	always @ (rx_data, data_ready, overrun_error, packet_data, load_buffer, data_read)
	begin : NXT_LOGIC
		nxt_rx_data				<= rx_data;
		nxt_data_ready		<= data_ready;
		nxt_overrun_error	<= overrun_error;
		if(1'b1 == load_buffer)
		begin
			nxt_rx_data <= packet_data;
		end
		if(1'b1 == load_buffer)	 
		begin
			nxt_data_ready <= 1'b1;
		end
		else if (1'b1 == data_read)  
		begin
			nxt_data_ready <= 1'b0;
		end
		if((1'b1 == load_buffer) && (1'b1 == data_ready) && (1'b0 == data_read))  
		begin
			nxt_overrun_error <= 1'b1;
		end
		else if (1'b1 == data_read)  
		begin
			nxt_overrun_error <= 1'b0;
		end
	end	
endmodule
module sr_9bit
(
	input wire clk,
	input wire n_rst,
	input wire shift_strobe,
	input wire serial_in,
	output reg [7:0] packet_data,
	output reg stop_bit
);
reg [8:0] out;
flex_stp_sr #(.NUM_BITS(9), .SHIFT_MSB(0)) SHIFT (.clk(clk), .n_rst(n_rst), .serial_in(serial_in), .shift_enable(shift_strobe), .parallel_out(out));
always_comb
begin
	packet_data = out[7:0];
	stop_bit = out[8];
end
endmodule
module start_bit_det
(
	input wire clk,
	input wire n_rst,
	input wire serial_in,
	output reg start_bit_detected
);
reg curr;
reg next;
reg phase;
always @ (posedge(clk), negedge(n_rst))
begin : REG_LOGIC
	if(n_rst == 1'b0)
	begin
		next <= 1'b1;
		curr <= 1'b1;
		phase <= 1'b1;
	end
	else
	begin
		next <= curr;
		curr <= phase;
		phase <= serial_in;
	end
end
assign start_bit_detected = next & (~curr);
endmodule
module stop_bit_chk
(
	input wire clk,
	input wire n_rst,
	input wire sbc_clear,
	input wire sbc_enable,
	input wire stop_bit,
	output reg framing_error
);
reg next_frame;
always @ (posedge(clk), negedge(n_rst))
begin : REG
	if(n_rst == 1'b0)
	begin
		framing_error <= 1'b0;
	end
	else
	begin
		framing_error <= next_frame;
	end
end
always @ (framing_error, sbc_clear, sbc_enable, stop_bit)
begin : NEXT
	next_frame <= framing_error;
	if(sbc_clear == 1'b1)
	begin
		next_frame <= 1'b0;
	end
	else if(stop_bit == 1'b1)
	begin
		if(stop_bit == 1'b1)
		begin
			next_frame <= 1'b0;
		end
		else
		begin
			next_frame <= 1'b1;
		end
	end
end
endmodule
module timer
(
	input wire clk,
	input wire n_rst,
	input wire enable_timer,
	output reg shift_strobe,
	output reg packet_done
);
wire [3:0] ten;
wire [3:0] nine;
assign ten = 4'd10;
assign nine = 4'd9;
flex_counter TENS (.clk(clk), .n_rst(n_rst), .clear(~enable_timer), .count_enable(enable_timer), .rollover_val(ten), .rollover_flag(shift_strobe));
flex_counter NINES (.clk(clk), .n_rst(n_rst), .clear(~enable_timer), .count_enable(shift_strobe), .rollover_val(nine), .rollover_flag(packet_done));
endmodule
</file>
<file path="flow/run.sh">
#!/bin/bash
# OpenROAD 26Q1-2900-gdf79404cd8, Yosys 0.63+post, stock flow scripts
make -C /OpenROAD-flow-scripts/flow DESIGN_CONFIG=/design/flow/config.mk WORK_HOME=/design/flow/orfs finish
</file>
==> Slide: Implementation Results <==
Implementation Results

Synth
  – Xor-xnor portion of the synthesized cell area: 0.0429
  – Syn Area/Cell: 13.3 um2
  – AND/OR/NAND/NOR Cells, Area Fraction: 0.0904
  – Area fraction in mux cells: 0.119
  – Number of instances in the synthesized netlist: 121
  – Adder-cell share of the synthesized area: 0.0390
  – Proportion of synthesized flip-flops having asynchronous set or reset: 1.00
  – Cell area after synthesis: 1610 um2
  – Area reported by Yosys stat: 1610 um2
  – Yosys cell count: 121
  – Compound-Gate Fraction of Synth Area: 0.0624
  – Dominant register cell: dfstp_2
  – Count of library flops with an enable pin: 0
  – Logic family by area: multiplexers
  – Share of the yosys chip area belonging to registers: 0.609
  – Distinct cells, synth: 30
  – Number of warnings issued by yosys: 10
  – Number of flip-flops and latches in the synthesized netlist: 38

GRT
  – First-pass GRT wire length: 4370 um
  – Number of antenna violations at the first check in global routing: 0
  – Maximum number of pins on one net before global-route repair: 39
  – Number of global-route vias before repair: 941
  – Global router's overall resource usage: 0.104
  – Leftover overflow at the end of global routing: 0

Setup path
  – Category of the worst setup path launch point: register
  – Required arrival time at the worst endpoint: 1480 ps
  – Path depth of the worst reg2reg path: 4
  – Critical path class: register to register
  – Crit Reg-Reg Endpoint: TIME.NINES.curr_flag
  – Maximum net fanout on the critical path: 4
  – Critical Path AT: 1600 ps
  – Slack of the worst reg-to-reg path: -130 ps
  – Launch instance of the worst register-to-register path: TIME.NINES.curr_cnt[0]
  – Launching element of the worst setup path: TIME.NINES.curr_cnt[0]
  – Endpoint class of the critical path: register

Finish
  – Total of fill cells in the finished design: 482
  – Area growth syn-to-layout: 34.7%
  – Highest-count logic cell in the final layout: dfstp_2
  – Final standard cell utilization of the core: 0.421
  – Share of post-route cells with drive strength above 1: 0.532
  – Commonest cells after routing, fill and taps aside: dfstp_2 (21), mux2_2 (17), buf_4 (17)
  – Count of placed standard cells in the final layout, fillers left out: 226

Timing
  – Final setup violating endpoints: 3
  – Crit path time final: 1430 ps
  – Worst Setup Slack, final: -126 ps
  – Post-Route Skew: 4.50 ps
  – Highest clock rate: 0.701 GHz
  – Count of final max-slew check failures: 0
  – Ratio of final minimum period to clock period: 1.10
  – Unrepaired setup endpoints after global routing: yes
  – Final Hold Viols: 0

Power and ir drop
  – Internal cell power: 1.87 mW
  – Pwr per Cell Area: 1070 nW/um2
  – Share of total power consumed by net switching: 0.188
  – Worst-case vdd ir drop: 0.000737 V
  – Seq pwr share: 0.518
  – Static leakage: 0.958 nW
  – Total power of the final layout: 2.30 mW
  – Combinational power share: 0.017
  – Clock power frac: 0.464
  – Sw power: 0.432 mW

Run status
  – Violated checks: setup timing
  – Status: finished with violations

Place
  – GPL Wtd Cong: 0.665
  – Post-detail-place hpwl: 1640 um
  – Count of buffers inserted at the top-level ports: 13
  – Number of instances in the placed design: 207

CTS
  – Buffer type at the clock tree root: clkbuf_8
  – CTS tree: built
  – Number of buffers created by CTS: 5
  – # hold bufs at CTS: 0
  – Max Buffers Root-to-Sink: 2
  – Clk ins delay skew pair: 290 ps
  – CTS clk-pin slew, worst paths: 70 ps
  – Number of H-tree branching levels: 2
  – Sinks on the clock net: 38

Drt
  – Per-cell routed wire length: 11.7 um
  – Number of antenna repair diodes: 0
  – Drt first pass iters: 4
  – Final wirelength: 2630 um
  – Iteration-0 DRC Markers: 37
  – Vias post-DR: 985
  – Mean number of vias per cell: 4.36
  – Antenna violation net count after detailed routing: 0
  – Count of unresolved DRC violations after routing: 0

Worst hold path
  – Worst min-delay path class: input pin to async pin

Floorplan
  – Std-Cell Core Area: 5140 um2
  – Floorplan utilization: 0.312
  – Total number of placement rows: 26
  – Number of top-level pins: 15
  – Die x size: 75.2 um
  – Height of the die: 75.2 um
  – Chip footprint: 5650 um2

Job
  – Count of warning messages emitted by the tools: 31
  – Number of max-cap violations: 0
[synth_stat cells (all sizes together), types with 2 or more instances]
cell type	number	area (um2)
ha	5	62.6
dfrtp	17	425
nand3	2	10.0
inv	8	30.0
and2	3	18.8
o21ai	3	15.0
xor2	3	26.3
xnor2	4	42.6
nand2	11	43.8
a21o	3	22.5
mux2	17	191
nor2	4	15.0
buf	4	22.5
dfstp	21	552
a21oi	3	15.0
nand2b	3	21.3
[area by class of cell]
class	instances	area [um2]	area share
clock buffer	8	133	0.0613
inverter	8	30.0	0.0139
tap	70	87.6	0.0405
timing repair buffer	32	287	0.133
sequential	38	982	0.454
multi-input combinational	70	643	0.297
[worst max-delay path by stage]
| stage | to | slack (ps) | cells past startpoint |
|---|---|---|---|
| 5_1_grt | TIME.NINES.curr_flag | -200 | 5 |
| 6_report | TIME.NINES.curr_flag | -130 | 4 |
| 4_1_cts | TIME.NINES.curr_flag | -110 | 5 |
[stage by stage]
| stage | hold WS, ps | cell area (um2) | TNS (ps) | setup WS, ps |
|---|---|---|---|---|
| global placement | 334 | 1890 | -72.7 | -57.7 |
| global route | 352 | 2160 | -518 | -199 |
| CTS | 343 | 2040 | -273 | -114 |
| finish | 339 | 2160 | -249 | -126 |
| detailed placement | 338 | 1890 | -242 | -94.8 |
| floorplan | -35.6 | 1620 | -41.0 | -41.0 |
[cells by family (layout without fill, tap and decap cells)]
family          after synthesis  in the layout
compound gates               13             13
xor+xnor                      7              7
fa+ha+maj                     5              5
buf+inv                      13             48
flops                        38             38
mux                          17             17
other cells                   1              1
simple gates                 27             27
[registers in the layout (all words and copies together), names as in the netlist]
| register | flops |
|---|---|
| START.curr | 1 |
| TIME.TENS.curr_flag | 1 |
| TIME.TENS.curr_cnt | 4 |
| RX_DATA.rx_data | 8 |
| START.next | 1 |
| SHIFT.SHIFT.parallel_out | 9 |
| RX_DATA.data_ready | 1 |
| RCU.curr | 6 |
| START.phase | 1 |
| TIME.NINES.curr_cnt | 4 |
| TIME.NINES.curr_flag | 1 |
| RX_DATA.overrun_error | 1 |
[repair_timing]
action / CTS / global route
pin swaps: 1 / 9
endpoints found under the setup margin: 14 / 14
buffers inserted: 4 / 7
resized: 11 / 20
endpoints found under the hold margin: 0 / 0
[critical path: stages (launching register included)]
cell and delay [ps]:
dfrtp_2 450, ha_4 180, and4bb_1 260, a41oi_2 60
a2111oi_2 370
[power by group through the flow]
stage / clock network [mW] / logic [mW] / registers, mW
4_1_cts: 1.11 / 0.0421 / 1.19
5_1_grt: 1.16 / 0.0457 / 1.19
6_report: 1.07 / 0.0400 / 1.19
[routing by layer]
layer,wire length [um],vias up,share of wire,GRT usage
met5,0,-,0,0
met4,31,0,0.012,0.0185
met3,86,4,0.033,0.0271
met2,1260,11,0.48,0.150
met1,1260,500,0.48,0.166
li1,-,470,-,-
Power figures rest on the tool's default switching activity, not on a simulated workload.
